===== ./run.sh =====
#!/bin/bash
# OpenROAD 26Q1-2900-gdf79404cd8, Yosys 0.63+post, stock flow scripts
make -C /OpenROAD-flow-scripts/flow DESIGN_CONFIG=/design/flow/config.mk WORK_HOME=/design/flow/orfs finish

===== ./config.mk =====
export PLATFORM = sky130hd
export DESIGN_NAME = fifo
export DESIGN_NICKNAME = fifo
export VERILOG_FILES = /design/flow/design.v
export SDC_FILE = /design/flow/constraint.sdc
export NUM_CORES = 4
export LEC_CHECK = 1
export CORE_UTILIZATION = 50

===== ./constraint.sdc =====
current_design fifo

set clk_period 4.3
set clk_io_pct 0.2

create_clock -name clk0 -period $clk_period [get_ports {clk}]

set non_clock_inputs [all_inputs -no_clocks]
set_input_delay [expr $clk_period * $clk_io_pct] -clock clk0 $non_clock_inputs
set_output_delay [expr $clk_period * $clk_io_pct] -clock clk0 [all_outputs]

===== ./design.v =====
module fifo(clk, reset_b, write, data_in, read, data_out, dav, full);
   input       clk;
   input       reset_b;
   input       write;
   input [8:0] data_in;
   input       read;
   output [8:0] data_out;
   output 	dav;
   output 	full;
   wire 	s0;  
   wire 	s1;  
   wire [8:0] 	data_out_w;
   reg [4:0] 	w_p_r;  
   reg [4:0] 	r_p_r;  
   reg 		read_r;  
   wire 	n_empty;  
   wire 	n_full;   
   wire 	inc_write;  
   wire 	inc_read;   
   memory mem(
	      .clk (clk),
	      .write_addr(w_p_r[3:0]),
	      .data_in(data_in),
	      .we(n_full),
	      .read_addr(r_p_r[3:0]),
	      .data_out (data_out_w),
	      .re(n_empty)
	      );
   assign 	data_out[7:0] = read_r ? data_out_w[7:0] : 8'bz;
   assign 	data_out[8] = data_out_w[8];
   assign 	s0 = (w_p_r[3:0] == r_p_r[3:0]);
   assign 	s1 = (w_p_r[4] ^ r_p_r[4]);
   assign 	n_empty = ~(s0 & ~s1);
   assign 	full = (s0 & s1);	
   assign 	n_full = ~full;
   assign 	inc_write = n_full & write;
   assign 	inc_read = n_empty & read_r;
   assign 	dav = n_empty;
   always @(posedge clk or negedge reset_b)
     begin
	if (reset_b == 0) 
	  w_p_r <= 5'b0;
	else
	  w_p_r <= inc_write ? w_p_r + 1 : w_p_r;
     end
   always @(posedge clk or negedge reset_b)
     begin
	if (reset_b == 0) 
	  r_p_r <= 5'b0;
	else
	  r_p_r <= inc_read ? r_p_r + 1 : r_p_r;
     end
   always @(posedge clk or negedge reset_b)
     begin
	if (reset_b == 0)
	  begin
	     read_r <= 0;
	  end
	else
	  begin
	     read_r <= read;
	  end
     end
endmodule  
module memory(clk,data_in,write_addr,we,data_out,read_addr,re);
   input clk;
   input [3:0] write_addr;
   input [8:0] data_in;
   input       we;
   input [3:0] read_addr;   
   output [8:0] data_out;
   input 	re;
   reg [8:0]   mem [15:0];
   assign data_out = re ? mem[read_addr] : 9'bz;
   always @(posedge clk)
     mem[write_addr] <= we ? data_in : mem[write_addr];  
endmodule  

==> summary.txt <==
run metrics: Area Growth Syn to Fin=15.5%, class of the most critical setup path=flop to output pin, synthesized area per cell=just under 20 um^2, largest delay contributor family on the critical path=simple AND/OR/NAND/NOR gates, Clock transition at path regs=around 0.060 ns, TritonCTS clock tree=built, chip area in the Yosys report=roughly 6400 um^2, power per cell area=~700 nW/um^2, final tally of hold violations=0, Final Wtd Congestion=0.814, standard-cell rows=40, placed inst area=~6800 um^2, pin slew with the least headroom to its limit=between 0.9 and 1 ns, CP arrival=slightly below 3 ns, die height=approximately 110 um, Pre-Place Util=a little over half, post-synthesis register bit count=~160, ant diodes=0, htree depth=4, Final Skew=just over 0.006 ns, most common flop cell mapped by yosys=sky130_fd_sc_hd__edfxtp_1, DP Cell Count=roughly 520, number of buffers and inverters on the critical path=1, outcome=finished, final reports clean, synth warn=4, antenna viol nets, final=0, yosys cell count=322, RSZ-0062 raised after global routing=no, Post-synth seq share=72.1%, first-pass GRT wire length=18700 um, starting DRC count in detailed routing=220, Post-Syn Area=around 6400 um^2, share of synthesized registers carrying an async set or reset=about 7.1%, Final setup viols=0, DPL Wire Length=just under 8000 um, critical path peak fanout=16, kind of capture point of the worst setup path=output pin, via density per instance=5.66, Util after Layout=between 60% and 70%, chip area=roughly 13000 um^2, pin count of the biggest net entering global routing=25, fraction of final layout cells sized beyond drive strength 1=between 20% and 30%, Critical Path RT=3.44 ns, CTS Sinks=155, horizontal die size=around 110 um, tally of OpenROAD warnings=28, power consumption=approximately 0.0052 W, final worst path period share=between 80% and 90%, Remaining Overflow, GRT=0, TritonRoute pass-1 iters=4, via count of the first global-routing pass=about 3200, Max-Slew Margin vs Limit=roughly two fifths, cell with the largest stage delay on the worst path=sky130_fd_sc_hd__nor2b_1, drt total wl=12000 um, Clock Latency Late Sink=0.41 ns, total non-filler cell area in the finished layout=7370 um^2, total via count in the routed design=3091, Crit path largest cell delay=a little under 0.8 ns, maximum resistive drop on vdd=between 300 and 400 uV, standard cell core area=12200 um^2, number of buffer cells added on primary ports=23, post-route non-filler standard cell count=546, min Tclk post-route=between 3 and 4 ns, average routed wire per standard cell=between 20 and 25 um, number of antenna violations at the first check in global routing=0, number of enable flip-flop cells=around 140, Fmax achieved=around 270 MHz, final-layout setup total negative slack=0 ns, total of hold buffers inserted after clock tree synthesis=0, count of boundary I/O pins=24, post-CTS repair timing setup buffer count=0, class of the tightest hold or removal check=flop to flop, max-capacitance violation count=0, number of buffers inserted during clock tree synthesis=17, crit start category=flop, final routed DRC violation total=0, Pins Over Slew Limit=0, Clock Tree Buf Depth=2, gate count after technology mapping=roughly 320, clock root buffer=sky130_fd_sc_hd__clkbuf_16, worst-path cell chain=nor2b_1 -> a22oi_1 -> a32oi_1 -> o21ai_1 -> clkdlybuf4s50_1, PostCTS Resize Cnt=0, total routing resource utilization after global routing=22.2%, leakage dissipation=between 2 and 3 nW, number of library cell types mapped by synthesis=39
[cells in the mapped netlist, types with 2 or more instances]
cell type	n	area, um^2
sky130_fd_sc_hd__xnor2_1	8	70.1
sky130_fd_sc_hd__mux2i_1	27	270
sky130_fd_sc_hd__o21ai_2	3	26.3
sky130_fd_sc_hd__nor2_1	15	56.3
sky130_fd_sc_hd__o211ai_2	2	25.0
sky130_fd_sc_hd__buf_6	7	78.8
sky130_fd_sc_hd__buf_4	2	15.0
sky130_fd_sc_hd__clkbuf_2	2	10.0
sky130_fd_sc_hd__ha_1	5	62.6
sky130_fd_sc_hd__nor3_1	5	25.0
sky130_fd_sc_hd__o21ai_0	3	15.0
sky130_fd_sc_hd__nand4_1	2	12.5
sky130_fd_sc_hd__a22oi_1	9	67.6
sky130_fd_sc_hd__a32oi_1	9	78.8
sky130_fd_sc_hd__inv_1	4	15.0
sky130_fd_sc_hd__nand2_1	3	11.3
sky130_fd_sc_hd__clkbuf_1	2	7.51
sky130_fd_sc_hd__mux4_1	13	342
sky130_fd_sc_hd__xnor2_2	3	48.8
sky130_fd_sc_hd__dfrtp_1	11	275
sky130_fd_sc_hd__nand2b_1	2	12.5
sky130_fd_sc_hd__o21ai_1	10	50.1
sky130_fd_sc_hd__buf_2	3	15.0
sky130_fd_sc_hd__edfxtp_1	144	4320
sky130_fd_sc_hd__mux4_2	14	315
[worst min-delay path, stage by stage, from the launching register on]
cell and delay (ns):
sky130_fd_sc_hd__dfrtp_1 0.43, sky130_fd_sc_hd__o211ai_2 0.09, sky130_fd_sc_hd__xnor2_1 0.06
[layer usage]
metal | routed length (um) | global-route usage [%] | share of wire, % | up-vias
met5 | 0 | 0 | 0 | -
met4 | 140 | 2.60 | 1.2 | 0
met3 | 1180 | 10.9 | 9.8 | 12
met2 | 5630 | 31.5 | 47 | 112
met1 | 5080 | 36.8 | 42 | 1559
li1 | - | - | - | 1408
[report_power, final]
part | internal (W) | switching [W] | leakage [nW]
Clock | 0.000793 | 0.000568 | 0.260
Sequential | 0.00197 | 0.000218 | 1.44
Combinational | 0.000815 | 0.000837 | 0.809
Total | 0.00358 | 0.00162 | 2.51
[cells by family after synthesis]
kind of cell | Yosys count | share of synthesized area, %
buf+inv | 22 | 2.65
xor+xnor | 12 | 2.12
flops | 155 | 72.1
fa+ha+maj | 5 | 0.981
mux | 56 | 14.9
simple gates | 33 | 2.61
compound gates | 39 | 4.63
[layout by cell type (no fill, tap or decap), types with 10 or more instances in the layout]
cell,Yosys,final
sky130_fd_sc_hd__buf_4,2,20
sky130_fd_sc_hd__o21ai_1,10,10
sky130_fd_sc_hd__mux2i_1,27,27
sky130_fd_sc_hd__nor2_1,15,15
sky130_fd_sc_hd__edfxtp_1,144,144
sky130_fd_sc_hd__mux4_1,13,13
sky130_fd_sc_hd__mux4_2,14,14
sky130_fd_sc_hd__clkbuf_16,0,17
sky130_fd_sc_hd__clkdlybuf4s50_1,0,23
[path summary, 6_finish.rpt]
path	from	cells after the start	endpoint	slack, ns
worst max-delay path	r_p_r[0]$_DFFE_PN0P_	5	data_out[2]	0.53
worst min-delay path	read_r$_DFF_PN0_	2	r_p_r[2]$_DFFE_PN0P_	0.62
worst max register to register	r_p_r[1]$_DFFE_PN0P_	5	mem.mem[12][8]$_DFFE_PP_	1.73
worst min register to register	read_r$_DFF_PN0_	2	r_p_r[2]$_DFFE_PN0P_	0.62
max in group asynchronous	reset_b	1	r_p_r[0]$_DFFE_PN0P_	3.15
min in group asynchronous	reset_b	1	w_p_r[0]$_DFFE_PN0P_	0.78
[stage by stage]
step / setup slack [ns] / hold WS (ns)
final: 0.527 / 0.623
after global routing: 0.278 / 0.649
after detailed placement: 0.948 / 0.609
after global placement: 0.955 / 0.602
after floorplan: 2.09 / 0.543
after CTS: 0.385 / 0.621
[state kept, by name (all words and copies together), names as in the netlist]
signal	cells
mem.mem	144
r_p_r	5
read_r	1
w_p_r	5
[layout make-up]
class                   count  area, um^2
clock inverters            14         125
well taps                 168         210
flip-flops and latches    155        4600
repair buffers             43         380
fillers                   899        4840
multi-input cells         145        1610
inverters                   4        15.0
clock buffers              17         425
No activity file was given, so power comes from the tool's default toggle rates.
